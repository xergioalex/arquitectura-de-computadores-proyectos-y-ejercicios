==> flow/design.v <==
`timescale 1ns / 1ps
module RegisterFile_Comportamental (RS,DW,RW,RG_WE,RT,CLK,CRS,CRT);
    input [0:1] RS;
    input [0:3] DW;
    input [0:1] RW;
    input RG_WE;
    input [0:1] RT;
    input CLK;
    output [0:3] CRS;
    output [0:3] CRT;
	 reg [0:3] CRS,CRT;
	 reg s1,s2,s3,s4;
	 reg [0:3] r0,r1,r2,r3;
	 always @(posedge CLK)
			if(RG_WE == 1)
				begin
					case(RW)
						'b00 : begin
									s1 = 1; s2 = 0; s3 = 0; s4 = 0;
								 end
						'b01 : begin
									s1 = 0; s2 = 1; s3 = 0; s4 = 0;
								 end
						'b10 : begin
									s1 = 0; s2 = 0; s3 = 1; s4 = 0;
								 end
						'b11 : begin
									s1 = 0; s2 = 0; s3 = 0; s4 = 1;
								 end
					 endcase
						 if(s1==1) r0 = DW;
						 if(s2==1) r1 = DW;
						 if(s3==1) r2 = DW;
						 if(s4==1) r3 = DW;
						 case(RS)
							'b00 : CRS = r0;
							'b01 : CRS = r1;
							'b10 : CRS = r2;
							'b11 : CRS = r3;
						 endcase
						 case(RT)
							'b00 : CRT = r0;
							'b01 : CRT = r1;
							'b10 : CRT = r2;
							'b11 : CRT = r3;
						 endcase
				end
endmodule
==> flow/run.sh <==
#!/bin/bash
# OpenROAD 26Q1-2900-gdf79404cd8, Yosys 0.63+post, stock flow scripts
make -C /OpenROAD-flow-scripts/flow DESIGN_CONFIG=/design/flow/config.mk WORK_HOME=/design/flow/orfs finish
==> flow/config.mk <==
export PLATFORM = sky130hd
export DESIGN_NAME = RegisterFile_Comportamental
export DESIGN_NICKNAME = RegisterFile_Comportamental
export VERILOG_FILES = /design/flow/design.v
export SDC_FILE = /design/flow/constraint.sdc
export NUM_CORES = 4
export LEC_CHECK = 1
export CORE_UTILIZATION = 30
==> flow/constraint.sdc <==
current_design RegisterFile_Comportamental

set clk_period 3.6
set clk_io_pct 0.2

create_clock -name clk0 -period $clk_period [get_ports {CLK}]

set non_clock_inputs [all_inputs -no_clocks]
set_input_delay [expr $clk_period * $clk_io_pct] -clock clk0 $non_clock_inputs
set_output_delay [expr $clk_period * $clk_io_pct] -clock clk0 [all_outputs]
==> results.cfg <==
; flow metrics
[timing]
setup_violations = 0
grt_setup_unrepaired = false
timing.final.crit_share_pct = 71.2
max_freq_mhz = 390
drv_slew = 0
fin_worst_skew_ps = 5.10
tightest_slew_ps = 636
period_minus_slack_ps = 2560
whs_ps = 591
relSlewSlack_pct = 56.5
hold_viol_final = 0
fin_setup_tns_ps = 0

[pwr]
ir_drop_mv = 0.134
power_leakage_uw = 0.000612
power.density_mw_per_mm2 = 378

[final_layout]
regArea_um2 = 721
n_fill_cell = 425
stdcell_count = 182
logic_area_um2 = 601
area_growth_pct = 18.9
drive_gt1_share_pct = 3.85
post-route-util_pct = 37.2
mostFrequentLayoutCells = edfxtp_1, a211oi_1, clkdlybuf4s50_1

[detailed_routing]
antennaDiodeCount = 0
route.detailed.drc = 0
drt_pre_antenna_iters = 4
routed_via_density = 6.04
final_antenna_net_count = 0
wl_per_cell_um = 16.8
via_count = 1100
drtIter0Drc = 114
routed_wl_um = 3050

[floorplanning]
num_rows = 24
coreArea_mm2 = 0.00438
floorplanUtilization_pct = 31.2
fp.dieH_um = 69.6
dieArea_mm2 = 0.00484
die_x_um = 69.6
ios = 20

[global_routing]
grt_max_degree = 25
grt_pass1_wl_um = 4980
grt_antenna_before_repair = 0
overflow = 0
grt_util_all_layers_pct = 13.2
grt_pass1_vias = 993

[worst_setup_path]
reg2reg_slack_ps = 2140
timing.rr.end = CRS[3]
required_ps = 3590
startpoint_type = input port
crit_path_end_kind = flip-flop
crit_end = CRS[3]
path_class = input port to flip-flop
r2r_cells = 3
critPathMaxFanout = 20
crit_arrival_ps = 2560
r2r_start = r0[3]
startpoint = RW[1]

[clock_tree]
cts_hold_buf = 0
cts_buffers = 3
cts_tree = done
insertion_delay_ps = 260
cts.clk_slew.worst_paths_ps = 90
cts_resized = 0
root_buffer = clkbuf_8
clockBufferDepth = 2
htree_levels = 1
numClockSinks = 24
cts_setup_buffers = 0

[logic_synthesis]
yosysUniqueCellTypes = 15
syn_avg_cell_area_um2 = 12.0
ys_cells = 114
yosys_warnings = 1
yosysSeqAreaShare_pct = 52.6
synth_flops = 24
yosysChipArea_mm2 = 0.00137
synthCells = 114
netlist_area_mm2 = 0.00137

[placed_design]
dpl.cell_count = 178
port_buffers = 19
gp_congestion = 0.885
dp_hpwl_um = 2130

[job]
tool_warnings = 25
cap_viol_max_count = 0

[hold_path]
holdCritPathClass = flip-flop to flip-flop
hp-start = r3[0]

[run_status]
run_status = completed
-- worst min path at each step --
stage         endpoint  cells past startpoint  slack (ps)
global route     r3[0]                      1         620
finish           r3[0]                      1         590
CTS              r3[0]                      1         590
-- through the flow --
| stage | area, µm² | worst slack, ps | power [µW] |
|---|---|---|---|
| after floorplan | 1370 | 1740 | 409 |
| after global placement | 1580 | 857 | 459 |
| after detailed placement | 1580 | 818 | 460 |
| after CTS | 1630 | 1090 | 617 |
| after global routing | 1630 | 927 | 650 |
| final | 1630 | 1040 | 616 |
-- kinds of logic (layout without fill, tap and decap cells) --
group                  count (synthesis)  in the layout  synth area share, %
flip-flops                            24             24                 52.6
buffers and inverters                  8             24                 3.56
AND-OR/OR-AND                         52             52                 29.2
AND/OR/NAND/NOR                       30             30                 14.6
-- critical path, stage by stage --
cell and delay (ps):
clkdlybuf4s50_1 860, nor2_2 210, a2111oi_0 670, nor4_1 90
-- cells in the mapped netlist --
cell type | count | area share [%]
a2111oi_0 | 8 | 5.1
a211oi_1 | 24 | 13
a21o_1 | 16 | 8.8
and3_1 | 4 | 1.8
and3b_1 | 8 | 5.1
buf_2 | 3 | 1.1
buf_4 | 2 | 1.1
buf_6 | 1 | 0.82
clkbuf_1 | 2 | 0.55
edfxtp_1 | 24 | 53
nand2_1 | 3 | 0.82
nand2b_1 | 6 | 2.7
nor2_2 | 1 | 0.46
nor4_1 | 8 | 3.7
o21a_1 | 4 | 2.2
-- power by group --
group          leakage [µW]  switching, µW  internal, µW
Clock             0.0000231           84.2          76.2
Sequential         0.000236           10.6           338
Combinational      0.000352           53.1          53.7
-- sequential cells by signal, indices dropped and copies added (netlist names) --
name  flops
CRS       4
r3        4
r0        4
r2        4
CRT       4
r1        4
-- cell type report --
type | count | share of cell area, %
sequential | 24 | 44.2
clock buffer | 3 | 2.53
multi-input combinational | 82 | 36.9
clock inverter | 1 | 0.230
tap | 52 | 3.99
timing repair buffer | 20 | 12.1
-- metal layers --
metal  track usage, %  up-vias  routed length, µm
li1                 -      519                  -
met1             22.4      528               1460
met2             18.3       47               1320
met3             1.92        6                220
met4             3.40        0                 46
met5                0        -                  0
Power figures rest on the tool's default switching activity, not on a simulated workload.
